<file path="design/flow/config.mk">
export PLATFORM = sky130hd
export DESIGN_NAME = blockram
export DESIGN_NICKNAME = blockram
export VERILOG_FILES = /design/flow/design.v
export SDC_FILE = /design/flow/constraint.sdc
export NUM_CORES = 4
export LEC_CHECK = 1
export CORE_UTILIZATION = 50
export SYNTH_MEMORY_MAX_BITS = 65536
</file>
<file path="design/flow/constraint.sdc">
current_design blockram

set clk_period 30.6
set clk_io_pct 0.2

create_clock -name clk0 -period $clk_period [get_ports {clk}]

set non_clock_inputs [all_inputs -no_clocks]
set_input_delay [expr $clk_period * $clk_io_pct] -clock clk0 $non_clock_inputs
set_output_delay [expr $clk_period * $clk_io_pct] -clock clk0 [all_outputs]
</file>
<file path="design/flow/design.v">
`default_nettype none
module 
picoblaze_template
#(
parameter clk_freq_in_hz = 50000000
) (
				output reg[9:0] led,
				input clk,
				input interrupt,
				input [31:0] input_data
			     );
wire[9:0]  address;
wire[17:0]  instruction;
wire[7:0]  port_id;
wire[7:0]  out_port;
reg[7:0]  in_port;
wire  write_strobe;
wire  read_strobe;
wire  interrupt_ack;
wire  kcpsm3_reset;
reg[26:0] int_count;
reg event_1hz;
reg        lcd_rw_control;
reg[7:0]   lcd_output_data;
pacoblaze3 led_8seg_kcpsm
(
                  .address(address),
               .instruction(instruction),
                   .port_id(port_id),
              .write_strobe(write_strobe),
                  .out_port(out_port),
               .read_strobe(read_strobe),
                   .in_port(in_port),
                 .interrupt(trapped_interupt),
             .interrupt_ack(interrupt_ack),
                     .reset(kcpsm3_reset),
                       .clk(clk));
 wire [19:0] raw_instruction;
	pacoblaze_instruction_memory 
	pacoblaze_instruction_memory_inst(
     	.addr(address),
	    .outdata(raw_instruction)
	);
	always @ (posedge clk)
	begin
	      instruction <= raw_instruction[17:0];
	end
    assign kcpsm3_reset = 0;                       
		wire trapped_interupt;
		trap_edge trap_interupt(.async_sig(interrupt), .clock(clk), .reset(interrupt_ack), .trapped_edge(trapped_interupt));
 always @ (posedge clk)
 begin
    case (port_id[7:0])
        8'h00: in_port <= input_data[7:0];	 
		  8'h01: in_port <= input_data[15:8];	 
		  8'h02: in_port <= input_data[23:16];	 
		  8'h04: in_port <= input_data[31:24];	 
		  default: in_port <= 8'bx;
    endcase
end
  always @ (posedge clk)
  begin
        if (write_strobe & port_id[7])   
          led[9:2] <= out_port;
        if (write_strobe & port_id[6])   
          led[0] <= out_port[0];
  end
endmodule
module blockram(
	clk, rst,
	enb, wen, addr, din, dout
);
parameter width = 8, depth = 10, size = 1<<depth;
input clk, rst, enb, wen;
input [depth-1:0] addr;
input [width-1:0] din;
output reg [width-1:0] dout;
reg [width-1:0] ram[0:size-1];
always @(posedge clk)
	if (rst) dout <= 'hx;  
	else if (enb)
		if (wen) ram[addr] <= din;
		else dout <= ram[addr];
endmodule
</file>
<file path="design/flow/run.sh">
#!/bin/bash
# OpenROAD 26Q1-2900-gdf79404cd8, Yosys 0.63+post, stock flow scripts
make -C /OpenROAD-flow-scripts/flow DESIGN_CONFIG=/design/flow/config.mk WORK_HOME=/design/flow/orfs finish
</file>
==> results_dict.tcl <==
# collected from the flow reports
set metrics [dict create \
    dp.final_hpwl_um 565000 \
    rsz0062_at_grt "false" \
    status "complete, but fails checks" \
    avgSynthCellArea_um2 18.9 \
    wl_per_cell_um 34.5 \
    h-tree-depth 6 \
    path_max_fanout 60 \
    power.leakage_nw 116 \
    grt_pass1_wl_um 1280000 \
    clockRootBuffer "clkbuf_16" \
    drt-total-wl_um 916000 \
    worstPathCellList "buf_16, buf_4, buf_4, buf_4, buf_4, buf_4, mux4_2, a211oi_1, a31oi_1, o2bb2ai_1, buf_4, a2111oi_0, buf_4, nand4b_1" \
    area_delta_synth_final_pct 11.9 \
    period_used_share 0.392 \
    antenna_found_initial 76 \
    finalSetupViolCount 0 \
    vdd_drop_max_mv 0.0629 \
    drive_gt1_frac 0.148 \
    p_per_area_nw_per_um2 64.7 \
    path_class "primary input to flop" \
    crit_cells 14 \
    place_congestion 0.936 \
    r2r_setup_slack_ns 26.32 \
    reg2reg_depth 9 \
    fmax_mhz 83.3 \
    vias_per_cell 6.14 \
    ys_seq_frac 0.778 \
    grt_max_degree 140 \
    drt-pass1-iter-count 7 \
    relSlewSlack -0.0332 \
    hold_viol_final 0 \
    cts_setup_buffers 0 \
    yosys_cells 16800 \
    edf_count 8200 \
    synthFlopType "edfxtp_1" \
    min_period_ns 12.00 \
    yosysWarningCount 1 \
    required_ns 31.48 \
    critPathCaptureType "flop" \
    num_vias 163000 \
    slowest_delay_ns 1.23 \
    fp.coreArea_um2 629000 \
    clk_pin_slew_ns 0.06 \
    ys_types 77 \
    drtIter0Drc 11800 \
    worstReg2RegStart "ram[923][1]" \
    grt_pass1_vias 171000 \
    cts_buffers 817 \
    slowest_stage "a2111oi_0" \
    clkLatencyLatePin_ns 1.19 \
    dieArea_um2 636000 \
    worstMarginPinSlew_ns 1.55 \
    tritoncts "done" \
    slew_viol_final 3 \
    start_kind "primary input" \
    async_flop_share 0 \
    drv_cap 1 \
    cts-resized-gates 0 \
    setup.worst_path.end "dout[1]" \
    pin_count 30 \
    fp-utilization 0.503 \
    cp-startpoint "addr[1]" \
    holdBufCountCts 0 \
    yosysChipArea_um2 317000 \
    die_y_um 798 \
    row_count 291 \
    violations "capacitance limit, slew limit" \
    path_delay_family "buffers and inverters" \
    io_buffer_count 29 \
    synth_area_um2 317000 \
    crit_top_cell "buf_4" \
    die_w_um 798 \
    tns_ns 0 \
    post-place-cells 24800 \
    fin_cells 26500 \
    reg2reg_to "dout[1]" \
    hold_class "flop to flop" \
    numClockSinks 8200 \
    clock_skew_ns 0.0939 \
    antenna_left 0 \
    crit_arrival_ns 12.88 \
    worst-path-buf-inv 8 \
    warnings 66 \
    overflow 0 \
    postSynthCellCount 16800 \
    clk_path_buf_depth 4 \
    ys_ff 8200 \
    grt_usage 0.324 \
    route.detailed.drc 0 \
]
-- worst min-delay path by stage --
stage / to / from / cells past startpoint
finish: dout[7] / ram[337][7] / 7
CTS: dout[4] / ram[836][4] / 6
global route: dout[4] / ram[836][4] / 6
-- power breakdown --
part / internal [W] / total, W / switching [W]
sequential: 0.0124 / 0.0124 / 0.00000824
combinational: 0.000297 / 0.00101 / 0.000713
clock: 0.00537 / 0.00956 / 0.00419
-- final cells by class --
type | count | area, um^2
Tap cell | 8350 | 10400
Timing Repair Buffer | 775 | 6290
Clock buffer | 1044 | 21700
Multi-Input combinational cell | 7499 | 65500
Inverter | 3 | 11.3
Antenna cell | 189 | 473
Clock inverter | 449 | 3640
Fill cell | 46600 | 275000
Sequential cell | 8200 | 246000
-- cells by family after synthesis --
| kind of cell | share of synthesized area |
|---|---|
| DFF | 0.778 |
| AOI/OAI and AO/OA | 0.0384 |
| muxes | 0.136 |
| and+or+nand+nor | 0.0310 |
| buffers and inverters | 0.0165 |
-- flip-flops by register name, indices dropped and copies added (netlist names) --
signal and count:
ram 8192, dout 8
-- cells in the mapped netlist (all sizes together) (7+ instances only) --
master,n,share of area
a2111oi,8,0.00022
a211oi,76,0.0019
a21oi,21,0.00033
a221oi,10,0.00042
a22o,36,0.0010
a22oi,181,0.0043
a311oi,9,0.00025
a31oi,56,0.0011
a32o,7,0.00022
and3,9,0.00018
and4b,7,0.00022
buf,651,0.011
clkbuf,432,0.0053
edfxtp,8200,0.78
mux2,20,0.00071
mux2i,2701,0.085
mux4,702,0.050
nand2,249,0.0030
nand3,145,0.0023
nand3b,12,0.00028
nand4,33,0.00067
nand4b,11,0.00034
nor2,1301,0.015
nor3,145,0.0023
nor4,242,0.0048
o2111ai,25,0.00069
o211ai,19,0.00045
o21a,12,0.00028
o21ai,214,0.0034
o221ai,15,0.00042
o22a,7,0.00019
o22ai,1130,0.022
o31ai,7,0.00017
or3,20,0.00040
-- cell usage in the layout (no fill, tap or decap), drive strengths merged, types with 33 or more instances in the layout --
cell	netlist	routed
edfxtp	8200	8200
mux2i	2701	2701
nor2	1301	1301
o22ai	1130	1130
clkbuf	432	1044
buf	651	763
mux4	702	702
clkinv	0	375
nand2	249	249
nor4	242	242
o21ai	214	214
diode	0	189
a22oi	181	181
nand3	145	145
nor3	145	145
a211oi	76	76
a31oi	56	56
bufinv	0	46
a22o	36	36
nand4	33	33
-- metal layers --
| layer | vias to the layer above | wire length [um] | track usage |
|---|---|---|---|
| li1 | 69600 | - | - |
| met1 | 82300 | 290000 | 0.415 |
| met2 | 9136 | 417000 | 0.441 |
| met3 | 1708 | 166000 | 0.254 |
| met4 | 90 | 40600 | 0.119 |
| met5 | - | 1180 | 0.0104 |
-- per-stage QoR --
step	cell area [um^2]	hold slack [ns]	worst slack (ns)	utilization	power [W]
3_5_place_dp	329000	1.14	17.44	0.522	0.0136
4_1_cts	354000	1.19	18.67	0.562	0.0231
3_3_place_gp	328000	1.15	16.70	0.522	0.0136
2_1_floorplan	317000	0.853	21.78	-	0.0131
5_1_grt	354000	1.27	18.28	0.563	0.0235
6_report	354000	1.22	18.60	0.563	0.0229
-- worst register-to-register path: cells and delay by family, from the launching register on --
family                 cells  cell delay, ns
AND/OR/NAND/NOR            3            0.86
multiplexers               1            0.50
AND-OR/OR-AND              3            1.74
buffers and inverters      2            0.57
flip-flops                 1            0.37
No activity file was given, so power comes from the tool's default toggle rates.
